## flow/design.v

```verilog
`timescale 1ns / 1ps
module top(
    input wire clk,
    input wire rstn,
    input wire uart_rx,
    output wire uart_tx,
    input wire [3:0] switches,
    output wire spi_cs,
    output wire spi_dq0,  
    input wire spi_dq1,  
    output wire spi_dq2,  
    output wire spi_dq3,  
    output wire spi_sck,
    output wire speaker_mute,
    output wire mclk,
    (* X_INTERFACE_INFO = "xilinx.com:interface:iic:1.0 IIC SCL_I" *)
    input wire i2c_scl_i,
    (* X_INTERFACE_INFO = "xilinx.com:interface:iic:1.0 IIC SCL_O" *)
    output wire i2c_scl_o,
    (* X_INTERFACE_INFO = "xilinx.com:interface:iic:1.0 IIC SCL_T" *)
    output wire i2c_scl_t,
    (* X_INTERFACE_INFO = "xilinx.com:interface:iic:1.0 IIC SDA_I" *)
    input wire i2c_sda_i,
    (* X_INTERFACE_INFO = "xilinx.com:interface:iic:1.0 IIC SDA_O" *)
    output wire i2c_sda_o,
    (* X_INTERFACE_INFO = "xilinx.com:interface:iic:1.0 IIC SDA_T" *)
    output wire i2c_sda_t,
    output wire i2s_lrclk,
    output wire i2s_dacdat,
    input wire i2s_adcdat,
    output wire i2s_bclk,
    (* X_INTERFACE_INFO = "xilinx.com:interface:bram:1.0 BRAM ADDR" *)
    output wire [31:0] bram_addra,
    (* X_INTERFACE_INFO = "xilinx.com:interface:bram:1.0 BRAM CLK" *)
    output wire bram_clka,
    (* X_INTERFACE_INFO = "xilinx.com:interface:bram:1.0 BRAM DOUT" *)
    input wire [31:0] bram_douta,
    (* X_INTERFACE_INFO = "xilinx.com:interface:bram:1.0 BRAM EN" *)
    output wire bram_ena,
    (* X_INTERFACE_INFO = "xilinx.com:interface:bram:1.0 BRAM RST" *)
    output wire bram_rsta
    );
    wire rst;
    assign rst = ~rstn;
    assign speaker_mute = 1'b0;
    reg [7:0] mclk_counter;
    reg mclk_reg;
    initial begin
        mclk_reg = 8'b0;
    end
    always @(posedge clk) begin
        if (rst) begin
            mclk_counter <= 8'b0;
            mclk_reg <= 1'b0;
        end else begin
            if (mclk_counter == 8'd2) begin
                mclk_reg <= ~mclk_reg;
                mclk_counter <= 8'b0;
            end else begin
                mclk_counter <= mclk_counter + 8'b1;
            end
        end
    end
    assign mclk = mclk_reg;
    assign uart_tx = uart_rx;
    localparam NUM_I2C_ASSIGNMENTS = 9;
    reg [8+16-1:0] i2c_assignments [0:NUM_I2C_ASSIGNMENTS-1];
    localparam I2C_ADDRESS = 8'b00110100;
    initial begin
        i2c_assignments[0] = {I2C_ADDRESS, 7'b0001111, 9'b0_0000_0000};
        i2c_assignments[1] = {I2C_ADDRESS, 7'b0000110, 9'b0_0111_0000};
        i2c_assignments[2] = {I2C_ADDRESS, 7'b0000100, 9'b0_0001_0101};
        i2c_assignments[3] = {I2C_ADDRESS, 7'b0000001, 9'b1_0001_0111};
        i2c_assignments[4] = {I2C_ADDRESS, 7'b0000101, 9'b0_0000_0000};
        i2c_assignments[5] = {I2C_ADDRESS, 7'b0000111, 9'b0_0000_1001};
        i2c_assignments[6] = {I2C_ADDRESS, 7'b0000010, 9'b1_1110_0101};
        i2c_assignments[7] = {I2C_ADDRESS, 7'b0001001, 9'b0_0000_0001};
        i2c_assignments[8] = {I2C_ADDRESS, 7'b0000110, 9'b0_0110_0000};
    end
    reg [7:0] i2c_assignment_index;
    reg [7:0] i2c_bit_index;
    reg [7:0] i2c_scl_counter;
    reg i2c_scl_reg;
    reg i2c_sda_reg;
    reg i2c_sda_reg_delay;
    reg i2c_sda_t_reg;
    localparam I2C_STATE_RESET = 4'd0;
    localparam I2C_STATE_START1 = 4'd1;
    localparam I2C_STATE_WRITE = 4'd2;
    localparam I2C_STATE_READ_ACK = 4'd3;
    localparam I2C_STATE_STOP1 = 4'd4;
    localparam I2C_STATE_STOP2 = 4'd5;
    reg [3:0] i2c_state;
    reg [3:0] i2c_prev_state;
    reg [3:0] i2c_stop_counter;
    initial begin
        i2c_scl_counter = 8'b0;
        i2c_scl_reg = 1'b1;
        i2c_sda_reg = 1'b1;
        i2c_sda_reg_delay = 1'b1;
        i2c_sda_t_reg = 1'b0;
        i2c_state = I2C_STATE_RESET;
        i2c_prev_state = I2C_STATE_RESET;
    end
    always @(posedge clk) begin
        i2c_sda_reg_delay <= i2c_sda_reg;
        if (rst) begin
            i2c_scl_counter <= 8'b0;
            i2c_scl_reg <= 1'b1;
            i2c_sda_reg <= 1'b1;
            i2c_sda_t_reg <= 1'b0;
            i2c_state <= I2C_STATE_RESET;
            i2c_prev_state <= I2C_STATE_RESET;
            i2c_assignment_index <= 8'b0;
        end else begin
            if (i2c_scl_counter == 8'd95) begin
                i2c_scl_counter <= 8'b0;
                case (i2c_state)
                    I2C_STATE_RESET: begin
                        i2c_sda_reg <= 1'b0;
                        i2c_state <= I2C_STATE_START1;
                        i2c_bit_index <= 8'd23;
                    end
                    I2C_STATE_START1: begin
                        i2c_scl_reg <= 1'b0;
                        i2c_state <= I2C_STATE_WRITE;
                        i2c_sda_reg <= i2c_assignments[i2c_assignment_index][i2c_bit_index];
                        i2c_bit_index <= i2c_bit_index - 8'b1;
                    end
                    I2C_STATE_WRITE: begin
                        if (i2c_scl_reg == 1'b1) begin
                            if (i2c_prev_state == I2C_STATE_WRITE && (i2c_bit_index == 8'd15 || i2c_bit_index == 8'd7 || i2c_bit_index == 8'hff)) begin
                                i2c_state <= I2C_STATE_READ_ACK;
                                i2c_sda_t_reg <= 1'b1;
                                i2c_sda_reg <= 1'b0;
                            end else begin
                                i2c_sda_t_reg <= 1'b0;
                                i2c_sda_reg <= i2c_assignments[i2c_assignment_index][i2c_bit_index];
                                i2c_bit_index <= i2c_bit_index - 8'b1;
                            end
                        end
                        i2c_scl_reg <= ~i2c_scl_reg;
                    end
                    I2C_STATE_READ_ACK: begin
                        if (i2c_scl_reg == 1'b1) begin
                            if (i2c_bit_index == 8'hff) begin
                                i2c_state <= I2C_STATE_STOP1;
                                i2c_sda_t_reg <= 1'b0;
                            end else begin
                                i2c_state <= I2C_STATE_WRITE;
                                i2c_sda_t_reg <= 1'b0;
                                i2c_sda_reg <= i2c_assignments[i2c_assignment_index][i2c_bit_index];
                                i2c_bit_index <= i2c_bit_index - 8'b1;
                            end
                        end
                        i2c_scl_reg <= ~i2c_scl_reg;
                    end
                    I2C_STATE_STOP1: begin
                        i2c_scl_reg <= 1'b1;
                        i2c_state <= I2C_STATE_STOP2;
                        i2c_stop_counter <= 4'b0;
                    end
                    I2C_STATE_STOP2: begin
                        i2c_sda_reg <= 1'b1;
                        if (i2c_stop_counter == 4'hf) begin
                            if (i2c_assignment_index != NUM_I2C_ASSIGNMENTS - 1) begin
                                i2c_assignment_index <= i2c_assignment_index + 8'b1;
                                i2c_state <= I2C_STATE_RESET;
                            end
                        end else begin
                            i2c_stop_counter <= i2c_stop_counter + 4'b1;
                        end
                    end
                    default: begin
                    end
                endcase
                if (i2c_scl_reg == 1'b0) begin
                    i2c_prev_state <= i2c_state;
                end
            end else begin
                i2c_scl_counter <= i2c_scl_counter + 8'b1;
            end
        end
    end
    assign i2c_scl_o = i2c_scl_reg;
    assign i2c_scl_t = 1'b0;
    assign i2c_sda_o = i2c_sda_reg_delay;
    assign i2c_sda_t = i2c_sda_t_reg;
    reg [15:0] i2s_lrclk_counter;
    reg i2s_lrclk_reg;
    initial begin
        i2s_lrclk_counter = 16'b0;
    end
    always @(posedge clk) begin
        if (rst) begin
            i2s_lrclk_counter <= 16'b0;
            i2s_lrclk_reg <= 1'b0;
        end else begin
            if (i2s_lrclk_counter == 16'd767) begin
                i2s_lrclk_reg <= ~i2s_lrclk_reg;
                i2s_lrclk_counter <= 16'b0;
            end else begin
                i2s_lrclk_counter <= i2s_lrclk_counter + 16'b1;
            end
        end
    end
    assign i2s_lrclk = i2s_lrclk_reg;
    assign bram_rsta = 1'b0;
    assign bram_ena = 1'b1;
    assign bram_clka = clk;
    reg [7:0] i2s_bclk_counter;
    reg i2s_bclk_reg;
    reg [31:0] bram_addr;
    wire [31:0] bram_addr_shift;
    reg [31:0] bram_data;
    assign spi_cs = 1'b1;
    assign spi_dq0 = 1'b0;
    assign spi_dq2 = 1'b0;
    assign spi_dq3 = 1'b0;
    assign spi_sck = 1'b0;
    assign i2s_dacdat = switches[0] ? i2s_adcdat : bram_data[31];
    assign bram_addr_shift = {bram_addr[31:2], 2'b0};
    assign bram_addra = bram_addr_shift;
    initial begin
        i2s_bclk_counter = 8'b0;
        bram_addr = 32'b0;
        bram_data = 32'b0;
    end
    always @(posedge clk) begin
        if (rst) begin
            i2s_bclk_counter <= 16'b0;
            i2s_bclk_reg <= 1'b0;
            bram_addr <= 32'b0;
            bram_data <= 32'b0;
        end else begin
            if (i2s_bclk_counter == 8'd15) begin
                if (i2s_bclk_reg == 1'b1) begin
                    bram_data <= {bram_data[30:0], 1'b0};
                end
                if (i2s_lrclk_counter == 16'd767 && i2s_lrclk_reg == 1'b0) begin
                    bram_data <= bram_douta;
                    if (bram_addr[31:2] < 32'd30000 - 32'd1) begin
                        bram_addr <= bram_addr + 32'b1;
                    end else begin
                        bram_addr <= 32'b0;
                    end
                end else if (i2s_lrclk_counter == 16'd767 && i2s_lrclk_reg == 1'b1) begin
                    bram_data <= bram_douta;
                end
                i2s_bclk_reg <= ~i2s_bclk_reg;
                i2s_bclk_counter <= 8'b0;
            end else begin
                i2s_bclk_counter <= i2s_bclk_counter + 8'b1;
            end
        end
    end
    assign i2s_bclk = i2s_bclk_reg;
endmodule
```

## flow/run.sh

```bash
#!/bin/bash
# OpenROAD 26Q1-2900-gdf79404cd8, Yosys 0.63+post, stock flow scripts
make -C /OpenROAD-flow-scripts/flow DESIGN_CONFIG=/design/flow/config.mk WORK_HOME=/design/flow/orfs finish
```

## flow/config.mk

```make
export PLATFORM = sky130hd
export DESIGN_NAME = top
export DESIGN_NICKNAME = top
export VERILOG_FILES = /design/flow/design.v
export SDC_FILE = /design/flow/constraint.sdc
export NUM_CORES = 4
export LEC_CHECK = 1
export CORE_UTILIZATION = 30
```

## flow/constraint.sdc

```tcl
current_design top

set clk_period 5.0
set clk_io_pct 0.2

create_clock -name clk0 -period $clk_period [get_ports {clk}]

set non_clock_inputs [all_inputs -no_clocks]
set_input_delay [expr $clk_period * $clk_io_pct] -clock clk0 $non_clock_inputs
set_output_delay [expr $clk_period * $clk_io_pct] -clock clk0 [all_outputs]
```

==> report_table.html <==
<!-- implementation run metrics -->
<table>
<tr><th>Metric</th><th>Value</th></tr>
<tr><th colspan="2">Detailed routing</th></tr>
<tr><td>Diode insertion count for antenna repair</td><td>0</td></tr>
<tr><td>Count of unresolved DRC violations after routing</td><td>0</td></tr>
<tr><td>Post-DRT Antenna Nets</td><td>0</td></tr>
<tr><td>Violation tally from detailed-route iteration zero</td><td>between 200 and 300</td></tr>
<tr><td>Detailed Routing Iterations Pass 1</td><td>4</td></tr>
<tr><td>Via count normalized by instance count</td><td>a little under 5</td></tr>
<tr><td>Average wire length per cell after detail routing</td><td>13.0 microns</td></tr>
<tr><td>Final routed wirelength across all metal layers</td><td>approximately 16 mm</td></tr>
<tr><td>Vias after detailed routing</td><td>around 6000</td></tr>
<tr><th colspan="2">Run</th></tr>
<tr><td>Max_cap viols</td><td>0</td></tr>
<tr><td>Total number of warnings across the stage logs</td><td>43</td></tr>
<tr><th colspan="2">STA</th></tr>
<tr><td>Final Setup Violations</td><td>0</td></tr>
<tr><td>Worst Clk Skew</td><td>between 0.01 and 0.015 ns</td></tr>
<tr><td>Number of max-slew violations in the final report</td><td>0</td></tr>
<tr><td>Final Hold Viols</td><td>0</td></tr>
<tr><td>Setup slack after layout</td><td>0.853 ns</td></tr>
<tr><td>Post-route worst hold slack</td><td>0.364 ns</td></tr>
<tr><td>Setup TNS</td><td>0 ns</td></tr>
<tr><td>Relative slew slack</td><td>0.477</td></tr>
<tr><td>Unrepaired setup endpoints after global routing</td><td>false</td></tr>
<tr><td>Slew at the pin with the worst max-slew slack</td><td>0.784 ns</td></tr>
<tr><th colspan="2">GRT</th></tr>
<tr><td>Global-route wire length before repair</td><td>26.9 mm</td></tr>
<tr><td>Initial antenna violation count</td><td>0</td></tr>
<tr><td>Number of global-route vias before repair</td><td>approximately 5600</td></tr>
<tr><td>Grt total ovfl</td><td>0</td></tr>
<tr><td>Maximum number of pins on one net before global-route repair</td><td>60</td></tr>
<tr><td>Total Routing Usage GR</td><td>0.126</td></tr>
<tr><th colspan="2">Power</th></tr>
<tr><td>Clk pwr share</td><td>0.512</td></tr>
<tr><td>Internal power</td><td>between 2 and 2.5 mW</td></tr>
<tr><td>Cell leakage power</td><td>3.03 nW</td></tr>
<tr><td>Power dissipated by switching net loads</td><td>approximately 640 uW</td></tr>
<tr><td>Switch share</td><td>0.231</td></tr>
<tr><td>Total power divided by cell area</td><td>312 mW/mm^2</td></tr>
<tr><td>Maximum resistive drop on vdd</td><td>0.199 mV</td></tr>
<tr><td>Flop pwr share</td><td>0.444</td></tr>
<tr><td>Share of total power in combinational logic</td><td>0.044</td></tr>
<tr><th colspan="2">Worst setup path</th></tr>
<tr><td>Required time of the worst setup path</td><td>4.00 ns</td></tr>
<tr><td>CP bufs+invs</td><td>3</td></tr>
<tr><td>Setup crit start kind</td><td>clock port</td></tr>
<tr><td>Worst reg2reg path depth</td><td>8</td></tr>
<tr><td>Arrival time at the worst endpoint</td><td>between 3 and 4 ns</td></tr>
<tr><td>Most frequent cell on the critical path</td><td>sky130_fd_sc_hd__clkbuf_16</td></tr>
<tr><td>Setup slack on the worst flop-to-flop path</td><td>2.14 ns</td></tr>
<tr><td>Cell breakdown of the critical path</td><td>clkbuf_16 &gt; clkbuf_16 &gt; clkdlybuf4s50_1</td></tr>
<tr><td>Cell with the largest stage delay on the worst path</td><td>sky130_fd_sc_hd__clkdlybuf4s50_1</td></tr>
<tr><td>Endpoint kind of the worst setup timing path</td><td>output port</td></tr>
<tr><td>Gate family responsible for the most delay along the worst path</td><td>buffers and inverters</td></tr>
<tr><td>Setup Crit Path Kind</td><td>clock port to output port</td></tr>
<tr><td>Number of logic stages on the critical path including buffering</td><td>3</td></tr>
<tr><td>Critical R2R Launch</td><td>i2c_scl_counter[0]</td></tr>
<tr><td>Critical Path Max Stage Delay</td><td>0.40 ns</td></tr>
<tr><td>Maximum fanout along the worst path</td><td>2</td></tr>
<tr><th colspan="2">Final layout</th></tr>
<tr><td>Most frequent logic cells in the routed design</td><td>sky130_fd_sc_hd__dfxtp_1 (137), sky130_fd_sc_hd__nor2_1 (101), sky130_fd_sc_hd__clkdlybuf4s50_1 (73)</td></tr>
<tr><td>Most common cell after layout, fill and taps aside</td><td>sky130_fd_sc_hd__dfxtp_1</td></tr>
<tr><td>Layout fillers</td><td>2413</td></tr>
<tr><td>Area of the multi-input gates</td><td>between 0.003 and 0.004 sq mm</td></tr>
<tr><td>End-of-flow core utilization</td><td>0.364</td></tr>
<tr><td>Non-filler instance count after layout</td><td>1212</td></tr>
<tr><td>Area delta synth-&gt;final</td><td>18.3%</td></tr>
<tr><td>Layout cell share with drive strength beyond 1</td><td>0.0845</td></tr>
<tr><td>Top Registers</td><td>bram_addr x32, bram_data x32, i2s_lrclk_counter x16</td></tr>
<tr><td>Total area of sequential cells</td><td>0.00310 sq mm</td></tr>
<tr><th colspan="2">CTS</th></tr>
<tr><td>Post-CTS repair timing setup buffer count</td><td>0</td></tr>
<tr><td>Number of gates resized after CTS</td><td>0</td></tr>
<tr><td>Count of hold buffers inserted by post-cts repair</td><td>0</td></tr>
<tr><td>Clock input transition at the sequential cells of the worst setup and hold paths</td><td>0.07 ns</td></tr>
<tr><td>Clock tree from TritonCTS</td><td>yes</td></tr>
<tr><td>Clock Latency Late Sink</td><td>0.53 ns</td></tr>
<tr><th colspan="2">Die</th></tr>
<tr><td>Number of top-level pins</td><td>93</td></tr>
<tr><td>Core Footprint</td><td>about 0.024 sq mm</td></tr>
<tr><td>Initial core utilization</td><td>0.308</td></tr>
<tr><td>Number of cell rows</td><td>57</td></tr>
<tr><td>X dimension of the die</td><td>160 microns</td></tr>
<tr><td>Chip height</td><td>between 150 and 200 microns</td></tr>
<tr><td>Area of the chip</td><td>around 0.026 sq mm</td></tr>
<tr><th colspan="2">Logic synthesis</th></tr>
<tr><td>Register share after synthesis</td><td>0.412</td></tr>
<tr><td>Seq cells post-synth</td><td>around 150</td></tr>
<tr><td>Count of library flops with an enable pin</td><td>12</td></tr>
<tr><td>Chip area estimate from yosys synthesis</td><td>around 0.0075 sq mm</td></tr>
<tr><td>Avg Inst Size Synth</td><td>8.80 sq um</td></tr>
<tr><td>Yosys cell types</td><td>approximately 72</td></tr>
<tr><td>Post-synthesis cell area</td><td>0.00753 sq mm</td></tr>
<tr><td>Count of yosys warnings during synthesis</td><td>1</td></tr>
<tr><td>Async set-or-reset flop fraction in the synthesized netlist</td><td>0</td></tr>
<tr><td>Number of standard cells after synthesis</td><td>856</td></tr>
<tr><td>Most common reg cell</td><td>sky130_fd_sc_hd__dfxtp_1</td></tr>
<tr><td># Cells Yosys</td><td>856</td></tr>
<tr><th colspan="2">Placement</th></tr>
<tr><td>Worst setup slack after placement</td><td>1.13 ns</td></tr>
<tr><td>Dpl hpwl</td><td>10.3 mm</td></tr>
<tr><td>Gp weighted congestion</td><td>0.837</td></tr>
<tr><td>Cells after DPL</td><td>1177</td></tr>
<tr><td>Number of port buffers</td><td>73</td></tr>
<tr><th colspan="2">Hold path</th></tr>
<tr><td>Launch instance of the worst min-delay path</td><td>i2c_sda_reg</td></tr>
<tr><td>Endpoint with the worst hold slack</td><td>i2c_sda_reg_delay</td></tr>
<tr><td>Hold Crit Depth</td><td>0</td></tr>
<tr><td>Hold/Removal Path Class</td><td>flop to flop</td></tr>
<tr><th colspan="2">Status</th></tr>
<tr><td>Run status</td><td>finished, final reports clean</td></tr>
</table>
==> cell families after synthesis <==
family	synth area share
other	0.000997
adders and majority gates	0.0366
and+or+nand+nor	0.221
AOI/OAI and AO/OA	0.156
muxes	0.0191
DFF	0.412
xor gates and xnor gates	0.0733
buffers and inverters	0.0812
==> routing by layer <==
metal | share of wire | track usage
met5 | 0 | 0
met4 | 0.011 | 0.0156
met3 | 0.042 | 0.0271
met2 | 0.45 | 0.194
met1 | 0.50 | 0.191
==> power groups by stage <==
stage	Combinational [mW]	Clock, mW	Sequential [mW]
CTS	0.124	1.46	1.23
global route	0.137	1.51	1.24
finish	0.123	1.42	1.23
==> synthesized netlist by cell type (all sizes together), types with 3 or more instances <==
library cell	instances	area, sq um
dfxtp	137	2740
nor2	102	383
nand2	67	251
buf	62	420
a21oi	55	287
o21ai	50	250
xnor2	42	368
clkbuf	33	124
a311oi	31	272
nor4	27	220
nand3	24	130
ha	22	275
nand4	21	153
xor2	21	184
inv	18	67.6
and3	17	108
edfxtp	12	360
nor3	12	65.1
mux2i	11	110
a31oi	10	68.8
and2	8	50.1
and4	6	52.6
nor3b	5	37.5
or3	5	31.3
nor4b	4	35.0
o211ai	4	30.0
a22o	3	26.3
a22oi	3	22.5
a2bb2oi	3	32.5
nand3b	3	22.5
o21a	3	22.5
or4	3	31.3
==> worst max-delay path by stage <==
stage / startpoint / to / slack [ns]
CTS: clk / bram_clka / 0.84
global route: clk / bram_clka / 0.82
finish: clk / bram_clka / 0.85
==> per-stage QoR <==
step | power, mW | instance area [sq um]
after floorplan | 1.35 | 7560
after global placement | 1.40 | 8240
after detailed placement | 1.40 | 8240
after CTS | 2.82 | 8910
after global routing | 2.89 | 8910
final | 2.78 | 8910
==> area by class of cell <==
type                       count  area share
tap                          324      0.0455
clock inverter                15      0.0188
sequential                   149       0.348
clock buffer                  21      0.0573
timing repair buffer          82      0.0894
multi-input combinational    603       0.433
inverter                      18     0.00759
Power is estimated from default activity; no workload was simulated.
